`/design/flow/run.sh`:
```
#!/bin/bash
# OpenROAD 26Q1-2900-gdf79404cd8, Yosys 0.63+post, stock flow scripts
make -C /OpenROAD-flow-scripts/flow DESIGN_CONFIG=/design/flow/config.mk WORK_HOME=/design/flow/orfs finish
```
`/design/flow/config.mk`:
```
export PLATFORM = sky130hd
export DESIGN_NAME = ALU
export DESIGN_NICKNAME = ALU
export VERILOG_FILES = /design/flow/design.v
export SDC_FILE = /design/flow/constraint.sdc
export NUM_CORES = 4
export LEC_CHECK = 1
export CORE_UTILIZATION = 50
```
`/design/flow/constraint.sdc`:
```
current_design ALU

set clk_period 18.9
set clk_io_pct 0.2

create_clock -name clk0 -period $clk_period

set non_clock_inputs [all_inputs -no_clocks]
set_input_delay [expr $clk_period * $clk_io_pct] -clock clk0 $non_clock_inputs
set_output_delay [expr $clk_period * $clk_io_pct] -clock clk0 [all_outputs]
```
`/design/flow/design.v`:
```
module ID_EX (
    input CLOCK,
    input RegWrite_in,
    input MemtoReg_in,
    input MemWrite_in,
    input [5:0] Opcode_in,
    input [5:0] Funct_in,
    input ALUSrc_in,
    input RegDst_in,
    input [31:0] regA_data_in,
    input [31:0] regB_data_in,
    input [4:0] Rs_in,
    input [4:0] Rt_in,
    input [4:0] Rd_in,
    input [4:0] Sa_in,
    input [31:0] se_imme_in,
    input Flush,
    output reg RegWrite_out,
    output reg MemtoReg_out,
    output reg MemWrite_out,
    output reg [5:0] Opcode_out,
    output reg [5:0] Funct_out,
    output reg ALUSrc_out,
    output reg RegDst_out,
    output reg [31:0] regA_data_out,
    output reg [31:0] regB_data_out,
    output reg [4:0] Rs_out,
    output reg [4:0] Rt_out,
    output reg [4:0] Rd_out,
    output reg [4:0] Sa_out,
    output reg [31:0] se_imme_out
);
    always@(posedge CLOCK) begin
        RegWrite_out <= RegWrite_in;
        MemtoReg_out <= MemtoReg_in;
        MemWrite_out <= MemWrite_in;
        Opcode_out <= Opcode_in;
        Funct_out <= Funct_in;
        ALUSrc_out <= ALUSrc_in;
        RegDst_out <= RegDst_in;
        regA_data_out <= regA_data_in;
        regB_data_out <= regB_data_in;
        Rs_out <= Rs_in;
        Rt_out <= Rt_in;
        Rd_out <= Rd_in;
        Sa_out <= Sa_in;
        se_imme_out <= se_imme_in;
    end
endmodule
module ALU (
    input [31:0] SrcA,
    input [31:0] SrcB,
    input [4:0] SrcC,  
    input [5:0] Opcode,
    input [5:0] Funct,
    output [31:0] result,
    output reg zero,
    output reg neg
);
    assign result = result_out(SrcA, SrcB, SrcC, Opcode, Funct);
    function [31:0] result_out;
        input [31:0] SrcA;
        input [31:0] SrcB;
        input [4:0] SrcC;
        input [5:0] Opcode;
        input [5:0] Funct;
    begin
        zero = 0;
        neg = 0;
        result_out = 0;
        if (Opcode == 6'b000000 && Funct == 6'b100000) begin
            result_out = SrcA + SrcB;
            if (result_out == 0) begin
                zero = 1;
            end
            if (result_out < 0) begin
                neg = 1;
            end
        end
        if (Opcode == 6'b000000 && Funct == 6'b100001) begin
            result_out = $unsigned(SrcA) + $unsigned(SrcB);
            if (result_out == 0) begin
                zero = 1;
            end
            if (result_out < 0) begin
                neg = 1;
            end
        end
        if (Opcode == 6'b001000) begin
            result_out = $signed(SrcA) + $signed({{16{SrcB[15]}}, SrcB[15:0]});
            if (result_out == 0) begin
                zero = 1;
            end
            if (result_out < 0) begin
                neg = 1;
            end
        end
        if (Opcode == 6'b001001) begin
            result_out = $signed(SrcA) + $unsigned({{16{SrcB[15]}}, SrcB[15:0]});
            if (result_out == 0) begin
                zero = 1;
            end
            if (result_out < 0) begin
                neg = 1;
            end
        end
        if (Opcode == 6'b000000 && Funct == 6'b100010) begin
            result_out = $signed(SrcA) - $signed(SrcB);
            if (result_out == 0) begin
                zero = 1;
            end
            if (result_out < 0) begin
                neg = 1;
            end
        end
        if (Opcode == 6'b000000 && Funct == 6'b100011) begin
            result_out = SrcA - SrcB;
            if (result_out == 0) begin
                zero = 1;
            end
            if (result_out < 0) begin
                neg = 1;
            end
        end
        if (Opcode == 6'b000000 && Funct == 6'b100100) begin
            result_out = SrcA & SrcB;
            if (result_out == 0) begin
                zero = 1;
            end
        end
        if (Opcode == 6'b001100) begin
            result_out = SrcA & SrcB;
            if (result_out == 0) begin
                zero = 1;
            end
        end
        if (Opcode == 6'b000000 && Funct == 6'b100111) begin
            result_out = ~(SrcA | SrcB);
            if (result_out == 0) begin
                zero = 1;
            end
        end
        if (Opcode == 6'b000000 && Funct == 6'b100101) begin
            result_out = SrcA | SrcB;
            if (result_out == 0) begin
                zero = 1;
            end
        end
        if (Opcode == 6'b001101) begin
            result_out = SrcA | {{24{SrcB[15]}}, SrcB[15:0]};
            if (result_out == 0) begin
                zero = 1;
            end
        end
        if (Opcode == 6'b000000 && Funct == 6'b100110) begin
            result_out = SrcA ^ SrcB;
            if (result_out == 0) begin
                zero = 1;
            end
        end
        if (Opcode == 6'b001110) begin
            result_out = $signed(SrcA) ^ SrcB[15:0];
            if (result_out == 0) begin
                zero = 1;
            end
        end
        if (Opcode == 6'b000000 && Funct == 6'b000000) begin
            result_out = SrcB << SrcC;
            if (result_out == 0) begin
                zero = 1;
            end
        end
        if (Opcode == 6'b000000 && Funct == 6'b000100) begin
            result_out = SrcB << SrcA;
            if (result_out == 0) begin
                zero = 1;
            end
        end
        if (Opcode == 6'b000000 && Funct == 6'b000010) begin
            result_out = SrcB >> SrcC;
            if (result_out == 0) begin
                zero = 1;
            end
        end
        if (Opcode == 6'b000000 && Funct == 6'b000110) begin
            result_out = SrcB >> SrcA;
            if (result_out == 0) begin
                zero = 1;
            end
        end
        if (Opcode == 6'b000000 && Funct == 6'b000011) begin
            result_out = $signed(SrcB) >>> SrcC;
            if (result_out == 0) begin
                zero = 1;
            end
        end
        if (Opcode == 6'b000000 && Funct == 6'b000111) begin
            result_out = $signed(SrcB) >>> $signed(SrcA);
            if (result_out == 0) begin
                zero = 1;
            end
        end
        if (Opcode == 6'b000100) begin
            if (SrcA == SrcB) begin
                result_out = 1;
            end
        end
        if (Opcode == 6'b000101) begin
            if (SrcA != SrcB) begin
                result_out = 1;
            end
        end
        if (Opcode == 6'b000000 && Funct == 6'b101010) begin
            if ($signed(SrcA) < $signed(SrcB)) begin
                result_out = 1;
            end
        end
        if (Opcode == 6'b100011) begin
            result_out = SrcA + $signed({{16{SrcB[15]}}, SrcB[15:0]});
        end
        if (Opcode == 6'b101011) begin
            result_out = SrcA + $signed({{16{SrcB[15]}}, SrcB[15:0]});
        end
    end
    endfunction
endmodule
```
==> job_summary.md <==
## Synthesis and layout report

| Metric | Value |
|---|---|
| Status | `completed` |
| Max-cap violations | `0` |
| Final setup violation count | `0` |
| Flops | `0` |
| Post-route ant nets | `0` |
| Tally of yosys warning messages | `1` |
| Crit-path max cell delay | `around 880 ps` |
| Crit path buffers/inverters | `3` |
| GRT Total Usage | `61.0%` |
| Total tool warning count | `113` |
| Fin cells | `3165` |
| CP Launch Type | `primary input` |
| Final slew viol count | `0` |
| Die H | `~200 um` |
| Post_cts resized | `0` |
| I/O pins | `115` |
| Most numerous logic cell after layout | `nand2_1` |
| Largest net degree at the start of global routing | `70` |
| Post-synthesis cell area | `18900 sq um` |
| Initial antenna violation count | `13` |
| Unrepaired setup endpoints after global routing | `no` |
| Top Layout Cells | `265 x nand2_1, 213 x nor2_1, 199 x a21oi_1` |
| Rows | `70` |
| Hpwl dp | `89.5 mm` |
| YS chip area | `18900 sq um` |
| Avg WL per Cell | `36.9 um` |
| Placed cells | `between 3000 and 4000` |
| Final Critical Period | `around 14000 ps` |
| Setup CP Type | `primary input to primary output` |
| Fin Hold WS | `a little under 9000 ps` |
| Global-route wire length before repair | `167 mm` |
| Pre-CTS setup slack | `5510 ps` |
| Top-area cell share | `15.4%` |
| Via count | `26100` |
| Full die area | `38500 sq um` |
| P_sw | `0.000428 W` |
| CP endpoint kind | `primary output` |
| Postcts setup bufs | `0` |
| PwrDens | `32.0 nW/um^2` |
| 1st-pass router iterations | `10` |
| Setup TNS | `0 ps` |
| Synth area leader | `mux4_2` |
| Biggest area cells | `mux4_2 15%, ha_1 8.6%, a21oi_1 5.3%, nand2_1 5.3%, mux2i_1 5.1%` |
| Syn-to-layout area delta | `8.74%` |
| Critical Path, Cell by Cell | `clkdlybuf4s50_1 -> ha_1 -> inv_1 -> fa_1 -> nand2b_1 -> a211oi_1 -> o31a_1 -> a221oi_4 -> xnor2_1 -> or4_1 -> or4b_1 -> nor4_1 -> nand4_1 -> or4_1 -> o211ai_1 -> clkdlybuf4s50_1` |
| Avg Inst Size Synth | `7.04 sq um` |
| First-iteration detailed-routing DRC count | `4707` |
| Worst-path fanout max | `15` |
| Distinct lib cells | `87` |
| Core ar. | `about 37000 sq um` |
| DP Area | `around 20000 sq um` |
| Starting Density | `roughly 51%` |
| Sequential Area | `0 sq um` |
| Cells after Synth | `2678` |
| Via count of the first global-routing pass | `23900` |
| Vias per Instance | `8.24` |
| Hold Path Class | `primary input to primary output` |
| DRC | `0` |
| Int Power | `0.000228 W` |
| Die width | `196 um` |
| Worst setup margin | `5170 ps` |
| CTS hold repair buffers | `0` |
| Hold Violations, Final | `0` |
| Input/output buffers | `between 100 and 150` |
| Net Sw Frac | `between 60% and 70%` |
| Worst Tran Pin Value | `~1300 ps` |
| Clkbuf count | `0` |
| CP required | `15120 ps` |
| CP max-delay cell | `clkdlybuf4s50_1` |
| Final Cell Area | `20500 sq um` |
| Hold_sp | `SrcB[31]` |
| Critical path origin | `SrcB[0]` |
| Leak | `7.79 nW` |
| Slew margin rel. | `10.7%` |
| Delay-heaviest family, CP | `simple AND/OR/NAND/NOR gates` |
| Fraction of layout cells with a size suffix above 1 | `roughly 13%` |
| VDD IR-drop max | `20.2 uV` |
| Fmax | `72.8 MHz` |
| Drt total wl | `117 mm` |
| Synth Seq Share | `0%` |
| Total congestion overflow | `0` |
| Worst EP arrival | `between 9000 and 10000 ps` |
| Routability cong. | `1.27` |
| Cycle use final | `72.7%` |
| Yosys cell count | `2678` |
[cells by family after synthesis]
kind of cell | synth area share, %
and+or+nand+nor | 23.6
muxes | 24.5
adders and majority gates | 8.77
AOI/OAI and AO/OA | 32.4
buffers and inverters | 7.53
other | 0.0199
xor gates and xnor gates | 3.25
[routing by layer]
metal / track usage, % / routed length (um) / part of all wire (%)
met2: 77.3 / 42000 / 36
met3: 39.6 / 23700 / 20
met1: 76.0 / 40200 / 34
met4: 35.5 / 10300 / 8.8
met5: 10.2 / 435 / 0.37
[per-stage QoR]
stage / util [%] / total power [W]
finish: 55.6 / 0.000656
global route: 55.6 / 0.000667
CTS: 55.6 / 0.000608
detailed placement: 55.6 / 0.000605
global placement: 55.6 / 0.000605
floorplan: - / 0.000384
[area by class of cell]
| class | instances | area [sq um] |
|---|---|---|
| timing repair buffer | 225 | 1940 |
| fill | 3521 | 16400 |
| inverter | 119 | 447 |
| multi-input combinational | 2308 | 17500 |
| antenna | 9 | 22.5 |
| tap | 504 | 631 |
[power groups by stage]
stage	clock, W	sequential (W)	combinational (W)
4_1_cts	0	0	0.000608
5_1_grt	0.00000000000596	0	0.000667
[cell usage after synthesis, drive strengths merged (13+ instances only)]
cell type,instances
xor2,13
mux2i,97
xnor2,57
o21ai,192
or4,16
a211oi,48
o21bai,14
buf,51
a21oi,199
ha,129
nor2,214
a211o,13
nand2,265
nor4,52
nor2b,29
or3,26
o221ai,26
nand2b,30
a22oi,24
o211ai,36
and2,17
a2111oi,14
o31ai,14
o21a,18
nor3,74
o32ai,15
nand4,48
and3,16
a221o,18
o22ai,37
o2111ai,14
a221oi,43
a21o,30
mux4,129
a31oi,45
mux2,66
clkbuf,200
nand3,65
inv,114
[path summary, 6_finish.rpt]
kind | to | slack, ps | depth (start not counted)
setup / recovery | zero | 5170 | 16
hold / removal | result[30] | 8820 | 6
[tightest hold or removal path, stage by stage]
cell and delay, ps:
buf_2 290, nor2_1 170, a21oi_1 60, o2111ai_1 190
o22ai_1 130, clkdlybuf4s50_1 420
Power is estimated from default activity; no workload was simulated.
