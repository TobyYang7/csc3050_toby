===== design/flow/config.mk =====
export PLATFORM = sky130hd
export DESIGN_NAME = MUX5_BIT32
export DESIGN_NICKNAME = MUX5_BIT32
export VERILOG_FILES = /design/flow/design.v
export SDC_FILE = /design/flow/constraint.sdc
export NUM_CORES = 4
export LEC_CHECK = 1
export CORE_AREA = 10 10 84 84
export DIE_AREA = 0 0 94 94

===== design/flow/constraint.sdc =====
current_design MUX5_BIT32

set clk_period 4.5
set clk_io_pct 0.2

create_clock -name clk0 -period $clk_period

set non_clock_inputs [all_inputs -no_clocks]
set_input_delay [expr $clk_period * $clk_io_pct] -clock clk0 $non_clock_inputs
set_output_delay [expr $clk_period * $clk_io_pct] -clock clk0 [all_outputs]

===== design/flow/design.v =====
module PC (
    input CLOCK,
    input [31:0] PC_in,
    input Stall,
    output reg [31:0] PC_out
);
    initial begin
        PC_out = 32'b0;
    end
    always@(posedge CLOCK) begin
        if (Stall != 1'b1) begin
            PC_out <= PC_in;
        end
    end
endmodule
module PC_ADD4 (
    input [31:0] PC_org,
    output wire [31:0] PC_add4
);
    assign PC_add4 = PC_org + 32'd4;
endmodule
module PC_SRC (
    input Branch, 
    input Jump,
    input waiting,
    input [5:0] Opcode,
    input [5:0] Funct,
    input [31:0] regA_val,
    input [31:0] regB_val,
    output wire [2:0] S
);
    assign S = bj_S(
        regA_val, 
        regB_val, 
        Jump, 
        Branch, 
        Opcode, 
        Funct, 
        waiting
        );
    function [3-1:0] bj_S;
        input regA_val;
        input regB_val;
        input Jump;
        input Branch;
        input [5:0] Opcode;
        input [5:0] Funct;
        input waiting;
    begin
        if (Branch == 1'b1) begin  
            if ((Opcode == 6'b000100 && regA_val == regB_val)
                || (Opcode == 6'b000101 && regA_val != regB_val))  
            begin
                if (Opcode == 6'b000100) begin
                end
                if (Opcode == 6'b000101) begin
                end
                if (waiting == 0) begin
                    bj_S = 3'b001;        
                end
                else if (waiting == 1) begin
                    bj_S = 3'b100;
                end
            end
            else begin
                bj_S = 3'b000;
            end
        end
        else if (Jump == 1'b1) begin  
            if ((Opcode == 6'b000010 )
                | (Opcode == 6'b000011 ))  
            begin
                if(Opcode == 6'b000011) begin
                end
                if(Opcode == 6'b000010) begin
                end
                if (waiting == 0) begin
                    bj_S = 3'b010;        
                end
                else if (waiting == 1) begin
                    bj_S = 3'b100;
                end
            end
            else if (Opcode == 6'b000000)  
            begin
                if (waiting == 0) begin
                    bj_S = 3'b011;
                end
                else if (waiting == 1) begin
                    bj_S = 3'b100;
                end
            end
            else begin
                bj_S = 3'b000;
            end
        end
        else if (Branch == 1'b0 && Jump == 1'b0) begin  
            bj_S = 3'b000;
        end
        else begin
            bj_S = 3'b000;
        end
    end
    endfunction
endmodule
module MUX2_BIT5 (
    input [4:0] A0,
    input [4:0] A1,
    input S,
    output [4:0] Y
);
    assign Y = Y_out(A0, A1, S);
    function [4:0] Y_out;
        input [4:0] A0;
        input [4:0] A1;
        input S;
        case(S)
        2'b00: Y_out = A0;
        2'b01: Y_out = A1;
        endcase
    endfunction
endmodule
module MUX2_BIT32 (
    input [31:0] A0,
    input [31:0] A1,
    input S,
    output [31:0] Y
);
    assign Y = Y_out(A0, A1, S);
    function [31:0] Y_out;
        input [31:0] A0;
        input [31:0] A1;
        input S;
        begin
            case(S)
                1'b0: Y_out = A0;
                1'b1: Y_out = A1;
            endcase
        end
    endfunction
endmodule
module MUX3_BIT32 (
    input [31:0] A0,
    input [31:0] A1,
    input [31:0] A2,
    input [1:0] S,
    output [31:0] Y
);
    assign Y = Y_out(A0, A1, A2, S);
    function [31:0] Y_out;
        input [31:0] A0;
        input [31:0] A1;
        input [31:0] A2;
        input [1:0] S;
        begin
            case(S)
            2'b00: Y_out = A0;
            2'b01: Y_out = A1;
            2'b10: Y_out = A2;
            endcase
        end
    endfunction
endmodule
module MUX4_BIT32 (
    input [31:0] A0,
    input [31:0] A1,
    input [31:0] A2,
    input [31:0] A3,
    input [1:0] S,
    output [31:0] Y
);
    assign Y = Y_out(A0, A1, A2, A3, S);
    function [31:0] Y_out;
        input [31:0] A0;
        input [31:0] A1;
        input [31:0] A2;
        input [31:0] A3;
        input [1:0] S;
        begin
            case(S)
            2'b00: Y_out = A0;
            2'b01: Y_out = A1;
            2'b10: Y_out = A2;
            2'b11: Y_out = A3;
            endcase
        end
    endfunction
endmodule
module MUX5_BIT32 (
    input [31:0] A0,
    input [31:0] A1,
    input [31:0] A2,
    input [31:0] A3,
    input [31:0] A4,
    input [2:0] S,
    output [31:0] Y
);
    assign Y = Y_out(A0, A1, A2, A3, A4, S);
    function [31:0] Y_out;
        input [31:0] A0;
        input [31:0] A1;
        input [31:0] A2;
        input [31:0] A3;
        input [31:0] A4;
        input [2:0] S;
        begin
            case(S)
            3'b000: Y_out = A0;
            3'b001: Y_out = A1;
            3'b010: Y_out = A2;
            3'b011: Y_out = A3;
            3'b100: Y_out = A4;
            endcase
        end
    endfunction
endmodule
module INSTR_MEM (
    input CLOCK,
    input [31:0] PC_in,
    output reg fin_sign,
    output wire [31:0] inst_out
);
    reg [31:0] RAM [0:512-1];  
    reg [2:0] cnt = 3'b000;  
    reg change_sign = 0;  
    integer out_file;  
    integer i;  
    initial begin
        fin_sign = 0;
        for (i = 0; i <= 512-1; i=i+1) begin
            RAM[i] = 32'b0;
        end
        $readmemb("CPU_instruction.bin", RAM);
    end
    always@(PC_in) begin
        if (!(RAM[PC_in/4] != 32'hffffffff && change_sign == 0)) begin
            change_sign = 1;
        end
        else begin
        end
    end
    always@(posedge CLOCK) begin
        if (change_sign == 1) begin
            cnt = cnt+1;
        end
        if ( cnt == 3'b111) begin
            fin_sign = 1;
        end
    end
    assign inst_out = RAM[PC_in/4];
endmodule

===== design/flow/CPU_instruction.bin =====
00100000000010010000000000001100
00100000000010101111111111111110
00100000000010110000000000010111
00100000000000100000000000000000
00100000000000110000000000010011
00100000000001000000000000000001
00100000000010001111111111111111
00100000000001100000000000000001
00100000000001100000000000000001
00100000000001100000000000000001
00100000000001010000000000000000
00100000010000100000000000000001
00000001000001000100000000100010
00000000010000110010100000101010
00010100101001001111111111111011
10101100000010000000000000001000
00100000000001100000000000000001
10001100000010010000000000001000
00010001001010100000000000000010
00100000000010110000000000000011
00100000000001100000000000000001
00100000000001100000000000000001
00100000000001100000000000000001
10101100000010110000000000001100
11111111111111111111111111111111

===== design/flow/run.sh =====
#!/bin/bash
# OpenROAD 26Q1-2900-gdf79404cd8, Yosys 0.63+post, stock flow scripts
make -C /OpenROAD-flow-scripts/flow DESIGN_CONFIG=/design/flow/config.mk WORK_HOME=/design/flow/orfs finish

==> flow_metrics.tcl <==
# flow metrics
set metrics [dict create \
    grt_max_degree 41 \
    grt_pass1_vias 2497 \
    io_buffers 195 \
    final_layout_size_suffix_gt1_share_pct 3.74 \
    placed_area_mm2 0.00357 \
    final_cell_area_mm2 0.00357 \
    relSlewSlack_pct 62.0 \
    post_cts.repair.setup_buffers 0 \
    routabilityCongestion 1.00 \
    finalHoldViolations 0 \
    worst_slew_pin_slew_ns 0.570 \
    fin_crit_sh_pct 84.6 \
    final_cells 471 \
    overflow 0 \
    diodes 0 \
    die_area_mm2 0.00884 \
    synth.most_common_cell "nand3b_1" \
    fp_util_pct 32.5 \
    die_y_um 94 \
    outcome "finished clean" \
    netlist_area_mm2 0.00169 \
    drcViolationCount 0 \
    fin_crit_ns 3.81 \
    register_area_um2 0 \
    cts_resized 0 \
    largest_area_cell "nand3b_1" \
    nFlopsAndLatches 0 \
    wl_per_cell_um 20.8 \
    viasPerCell 5.33 \
    syn_inst 231 \
    dp_cells 471 \
    ys_cells 231 \
    fin_ws_ns 0.692 \
    peakVddDrop_mv 0.0746 \
    syn_area_per_cell_um2 7.33 \
    hold_path_class "in -> out" \
    timing.setup.tns_ns 0 \
    crit_fanout 38 \
    fp.dieW_um 94 \
    postSynthSeqShare_pct 0 \
    finalPower_uw 357 \
    synth_chip_area_mm2 0.00169 \
    finalSetupViolations 0 \
    cp_data_arrival_time_ns 2.91 \
    worstSetupEndpointType "output port" \
    hpwl_um 8070 \
    grt_pass1_wl_um 14400 \
    max_cap_violations 0 \
    initialDrtViolationCount 198 \
    start_kind "input pin" \
    vias 2509 \
    powerDensity_mw_per_mm2 99.9 \
    detail_route.first_pass.iterations 4 \
    design.core.area_mm2 0.00520 \
    ctsHoldBuffers 0 \
    pre_cts_ws_ns 0.723 \
    top_cell_area_share_pct 28.4 \
    antenna_left 0 \
    leakage_nw 1.24 \
    holdPathStages 3 \
    rsz0062_at_grt "false" \
    common_cells "nand3b_1 (64), a21oi_1 (32), a221o_1 (32), o22a_1 (32), nand2b_1 (30)" \
    clkbuf_count 0 \
    top_cells_by_area "nand3b_1 (28%), a221o_1 (19%), o22a_1 (17%)" \
    wl_um 9820 \
    synth_warnings 1 \
    grt_usage_pct 20.6 \
    num_io_pins 195 \
    warnings 33 \
    area_growth_pct 111 \
    drv_slew 0 \
    required_ns 3.60 \
    worstSetupPathType "in -> out" \
    rows 26 \
    fmax_mhz 263 \
    antenna_found_initial 0 \
    synth.distinct_cells 15 \
]
[power by group]
| part | total (mW) | switching, mW | internal, mW |
|---|---|---|---|
| Clock | 0 | 0 | 0 |
| Sequential | 0 | 0 | 0 |
| Combinational | 0.357 | 0.106 | 0.251 |
[worst max-delay path: stages]
cell             delay [ns]
buf_2                  0.38
buf_4                  0.40
nor3_1                 0.11
nor2_2                 0.13
buf_4                  0.29
o22a_1                 0.21
clkdlybuf4s50_1        0.48
[logic make-up after synthesis]
logic type	after synthesis	synth area share [%]
AND-OR/OR-AND	97	45.8
AND/OR/NAND/NOR	100	41.6
buffers and inverters	34	12.6
[per-stage QoR]
step                      hold WS, ns  utilization, %
after floorplan                  1.87               -
after global placement           2.76            68.7
after detailed placement         2.75            68.7
after CTS                        2.76            68.7
after global routing             2.80            68.7
final                            2.75            68.7
[worst paths after layout]
| path | from | to | slack (ns) |
|---|---|---|---|
| min | A0[23] | Y[23] | 2.75 |
| max | S[0] | Y[22] | 0.69 |
[layer usage]
layer / GRT usage [%] / routed length, um
met3: 3.39 / 732
met5: 0 / 0
met2: 35.5 / 4940
met4: 1.65 / 86
met1: 27.3 / 4060
[layout make-up]
| cell class | count | area [um2] |
|---|---|---|
| multi-input cells | 197 | 1480 |
| fillers | 461 | 1630 |
| well taps | 70 | 87.6 |
| repair buffers | 204 | 2000 |
[placed cells by master, fill, tap and decap left out]
cell type	instances
or2b_1	2
buf_4	9
o21a_4	1
nand2b_1	30
nand3b_1	64
and2_1	1
clkdlybuf4s50_1	192
buf_2	3
a21oi_1	32
o22a_1	32
nor2_2	2
a221o_1	32
nor3_1	1
